==> flow/constraint.sdc <==
current_design microphone_input

set clk_period 4.9
set clk_io_pct 0.2

create_clock -name clk0 -period $clk_period [get_ports {clk}]

set non_clock_inputs [all_inputs -no_clocks]
set_input_delay [expr $clk_period * $clk_io_pct] -clock clk0 $non_clock_inputs
set_output_delay [expr $clk_period * $clk_io_pct] -clock clk0 [all_outputs]
==> flow/run.sh <==
#!/bin/bash
# OpenROAD 26Q1-2900-gdf79404cd8, Yosys 0.63+post, stock flow scripts
make -C /OpenROAD-flow-scripts/flow DESIGN_CONFIG=/design/flow/config.mk WORK_HOME=/design/flow/orfs finish
==> flow/config.mk <==
export PLATFORM = sky130hd
export DESIGN_NAME = microphone_input
export DESIGN_NICKNAME = microphone_input
export VERILOG_FILES = /design/flow/design.v
export SDC_FILE = /design/flow/constraint.sdc
export NUM_CORES = 4
export LEC_CHECK = 1
export CORE_UTILIZATION = 40
==> flow/design.v <==
module microphone_input (
    input wire clk,        
    input wire [15:0] mic_in,   
    input wire key,            
    output reg [17:0] ledr,     
    output wire [15:0] audio_out  
);
parameter SAMPLE_RATE = 48000;  
parameter RECORD_TIME = 2;      
parameter TOTAL_SAMPLES = SAMPLE_RATE * RECORD_TIME;
reg [15:0] audio_buffer [0:TOTAL_SAMPLES-1];   
reg [16:0] sample_count = 0;   
reg [31:0] clk_count = 0;      
wire sample_tick;              
reg recording = 0;             
reg [3:0] state = 0;           
localparam IDLE = 0, WAIT_FOR_KEY = 1, RECORDING = 2, DONE = 3;
assign sample_tick = (clk_count == (50000000 / SAMPLE_RATE) - 1);
always @(posedge clk) begin
    if (state == WAIT_FOR_KEY && !key) begin
        state <= RECORDING;
        recording <= 1;
        ledr <= 18'b000000000000000001;  
    end else begin
        case (state)
            IDLE: begin
                ledr <= 18'b0;  
                sample_count <= 0;
                clk_count <= 0;
                recording <= 0;
                if (key) begin
                    state <= WAIT_FOR_KEY;
                end
            end
            WAIT_FOR_KEY: begin
                if (key == 0) begin
                    recording <= 1;
                    state <= RECORDING;
                    ledr <= 18'b000000000000000001;  
                end
            end
            RECORDING: begin
                if (sample_tick) begin
                    clk_count <= 0;
                    audio_buffer[sample_count] <= mic_in;
                    sample_count <= sample_count + 1;
                    ledr <= 18'b000000000000000011;  
                    if (sample_count == TOTAL_SAMPLES - 1) begin
                        recording <= 0;
                        state <= DONE;
                    end
                end else begin
                    clk_count <= clk_count + 1;
                end
            end
            DONE: begin
                ledr <= 18'b111111111111111111;  
                state <= IDLE;
            end
        endcase
    end
end
assign audio_out = mic_in;  
endmodule
==> flow_summary.ini <==
; implementation run metrics
[synthesis]
ys.warnings.count = 1
top_cells_by_count = 49 x edfxtp_1, 36 x buf_4, 35 x nor2_1
synth_flops = 54
ys.flop_type = edfxtp_1
yosys.area.top_type = edfxtp_1
top_cell = edfxtp_1
netlist.area_leader.share = 0.4477
topCellsByArea = edfxtp_1 45%, buf_4 8.2%, xor2_1 7.5%, nor2_1 4.0%, xnor2_1 4.0%
seq_area_frac_synth = 0.4781
ys_area_um2 = 3287
syn_avg_cell_area_um2 = 10.50
synth_cell_types = 38
syn_inst = 313
synth-edff-count = 49
synthesis.area_um2 = 3287
async_flop_share = 0
synth_stat.cells = 313

[global_routing]
grt_max_degree = 39
grt_pass1_vias = 1966
overflow = 0
grt_pass1_wl_um = 9308
grt_usage = 0.1389
antenna_found_initial = 0

[worst_setup_path]
r2r_start = state[0]
critPathLaunchType = primary input
critPathArrivalTime_ns = 2.95
slowest_delay_ns = 0.71
slowest_stage = and2_1
timing.critical_path.buf_inv = 3
cp-end-kind = register
worst-path-max-fanout = 33
cp.required_ns = 4.83
startpoint = key
crit_type = in -> reg
cp_cell_sequence = clkdlybuf4s50_1 -> nand2b_1 -> o21ai_0 -> inv_1 -> buf_4 -> and2_1
crit_family = buffers and inverters

[timing]
tightest_slew_ns = 0.7713
fin_crit_ns = 3.017
setup_viol = 0
hold_violations = 0
maxSlewHeadroom = 0.4858
drv_slew = 0
grt_setup_unrepaired = no
fin_skew_ns = 0.01436
setup_tns_ns = 0
max_freq_mhz = 331.4
finalCritPeriodShare = 0.6158

[finish]
post-route-util = 0.4356
layout-drive-gt1-share = 0.05298
area_growth_pct = 3.997
final_cell_area_um2 = 3418
fillers = 751

[clocking]
clock_path_buffers = 2
h-tree-depth = 2
path_clk_slew_ns = 0.10
ctsHoldBuffers = 0
insertion_delay_ns = 0.30
cts_sinks = 54
cts-root-buf = clkbuf_8
cts_buffers = 5
postCtsSetupBuffers = 0
cts_tree = yes
post_cts_resized = 0

[run_status]
outcome = completed

[floorplanning]
core-area_um2 = 7848
ios = 52
fp.dieW_um = 92.65
die_area_um2 = 8584
fp_util = 0.4188
fp-row-count = 32
die_h_um = 92.65

[place]
hpwl_um = 3552
io_buffer_count = 19
gp_congestion = 0.8018
postPlaceCellArea_um2 = 3333

[routing]
via_per_inst = 5.136
drt-initial-drc-count = 110
first_pass_iters = 4
wl_per_cell_um = 13.30
routed_wl_um = 5372
dr_total_vias = 2075
n_antenna_cell = 0
drtAntennaViolNets = 0
drcViolationCount = 0

[hold_path]
min_path_type = reg -> reg
min_from = ledr[1]

[job]
maxCapViolCount = 0
warnings = 29

[power_and_ir_drop]
p_total_uw = 2177
vdd_drop_max_mv = 0.2239
leakagePower_uw = 0.001192
power_density_nw_per_um2 = 636.9
tightest hold or removal path, delay by kind of cell, from the launching register on:
| kind | cells | cell delay, ns |
|---|---|---|
| and+or+nand+nor | 1 | 0.06 |
| DFF | 1 | 0.32 |
| AOI/OAI and AO/OA | 1 | 0.11 |
per-layer routing:
metal	GRT usage	up-vias	part of all wire
met5	0	-	0
met3	0.02673	7	0.050
met2	0.2123	45	0.43
met4	0.01795	0	0.014
met1	0.2245	970	0.50
li1	-	1053	-
power breakdown:
group	total [uW]	switching (uW)	internal (uW)
clock	241	142	98.4
sequential	1140	263	881
combinational	792	440	353
final cells by class:
class	instances	area [um2]	area share
clock buffers	5	68.82	0.02013
clock inverters	3	16.27	0.004758
inverters	10	37.54	0.01098
multi-input cells	209	1391	0.4070
flip-flops and latches	54	1572	0.4597
well taps	102	127.6	0.03734
repair buffers	21	205.2	0.06003
final timing paths:
path | slack, ns | endpoint | cells after the start
hold / removal | 0.52 | ledr[1] | 2
setup / recovery | 1.88 | sample_count[6] | 6
hold reg to reg | 0.52 | ledr[1] | 2
setup reg to reg | 2.04 | sample_count[6] | 6
layout by cell type, fill, tap and decap left out, types with 2 or more instances in the layout:
master and n:
a21oi_1 4, and2_1 17, and3_1 9, and4_1 8, buf_4 2, clkbuf_8 5, clkdlybuf4s50_1 19, clkinv_1 2
dfxtp_1 5, edfxtp_1 49, ha_1 7, inv_1 10, mux2i_1 2, nand2_1 11, nand3_1 20, nand4_1 13
nor2_1 35, nor2b_1 2, nor3_1 7, nor3_4 2, nor3b_1 2, nor4_1 7, nor4b_1 3, o21ai_0 4
or3_1 2, xnor2_1 15, xor2_1 28
per-stage QoR:
step / std cells / hold slack, ns / setup slack (ns)
after floorplan: 313 / 0.4566 / 2.059
after CTS: 404 / 0.5291 / 1.847
after global placement: 396 / 0.4934 / 1.547
after detailed placement: 396 / 0.5082 / 1.539
after global routing: 404 / 0.5501 / 1.724
final: 404 / 0.5215 / 1.883
flip-flops by register name, indices dropped and copies added (netlist names):
name and cells:
sample_count 17, ledr 3, state 2, clk_count 32
cell families after synthesis:
group	count (synthesis)	synth area share
simple gates	143	0.2490
flops	54	0.4781
fa+ha+maj	7	0.02665
mux	2	0.006091
xor+xnor	43	0.1146
compound gates	14	0.02703
buf+inv	50	0.09859
Power is estimated from default activity; no workload was simulated.
